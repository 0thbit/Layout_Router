File: flow/run.sh
#!/bin/bash
# OpenROAD 26Q1-2900-gdf79404cd8, Yosys 0.63+post, stock flow scripts
make -C /OpenROAD-flow-scripts/flow DESIGN_CONFIG=/design/flow/config.mk WORK_HOME=/design/flow/orfs finish
File: flow/config.mk
export PLATFORM = sky130hd
export DESIGN_NAME = maze_router
export DESIGN_NICKNAME = maze_router
export VERILOG_FILES = /design/flow/design.v
export SDC_FILE = /design/flow/constraint.sdc
export NUM_CORES = 4
export LEC_CHECK = 1
export CORE_UTILIZATION = 50
File: flow/constraint.sdc
current_design maze_router

set clk_period 13.3
set clk_io_pct 0.2

create_clock -name clk0 -period $clk_period [get_ports {clk}]

set non_clock_inputs [all_inputs -no_clocks]
set_input_delay [expr $clk_period * $clk_io_pct] -clock clk0 $non_clock_inputs
set_output_delay [expr $clk_period * $clk_io_pct] -clock clk0 [all_outputs]
File: flow/design.v
`timescale 1ns/10ps
module maze_router (
reset		,
start		,
clk         ,  
address     ,  
data_in        ,  
data_out,
cs          ,  
we          ,  
D); 
parameter DATA_WIDTH = 8 ;
parameter ADDR_WIDTH = 8 ;
localparam
INI=127, WAIT=126; 
input					reset		;
input 					start	;
input                  clk         ;
input [DATA_WIDTH-1:0]  data_in       ;
output                  cs          ;
output                  we          ;
output [DATA_WIDTH-1:0]  data_out       ;
output [ADDR_WIDTH-1:0] address     ;
output D;
reg cs,we;
reg [DATA_WIDTH-1:0]  data_out       ;
reg [ADDR_WIDTH-1:0] address     ;
reg D,flagr	;
reg [7:0] state;
reg [ADDR_WIDTH-1:0] sourceadd1,targadd1,sourceadd2,targadd2,servingadd,sourceadd,targadd;
reg [DATA_WIDTH-1:0] matrixa[31:0];
reg [DATA_WIDTH-1:0] matrixb[31:0];
integer cnta,cntb,dist,dir;
reg [DATA_WIDTH-1:0]  temp;
always@(posedge clk)
begin
if(reset)
	begin
		state<=INI;
		D<=0;
		we<=0;
		cs<=1;
		address<=0;
	end
else
	begin
		case(state)
			INI: begin
					address<=0;
					D<=0;
					we<=0;
					cs<=0;
					state<=WAIT;
					cnta<=0;
					cntb<=0;
				  end
		   WAIT: begin
						if(start)
							begin
								state<=1;
							end
						D<=0;
						cs<=0;
					end
			1: begin		 
					we<=0;
					cs<=1;
					address<=128;
					state<=2;
				 end
			2: begin
					state<=3;
					cs<=0;
				end
			3: begin
					sourceadd1<=data_in;
					we<=1;
					cs<=1;
					data_out<=255;
					state<=4;
				end
			4: begin
					we<=0;
					cs<=1;
					address<=129;
					state<=5;
				end
			5: begin
					state<=6;
					cs<=0;
				end
			6: begin
					targadd1<=data_in;
					we<=1;
					cs<=1;
					data_out<=255;
					state<=7;
				end
			7: begin		 
					we<=0;
					cs<=1;
					address<=130;
					state<=8;
				 end
			8: begin
					state<=9;
					cs<=0;
				end
			9: begin
					sourceadd2<=data_in;
					we<=1;
					cs<=1;
					data_out<=255;
					state<=10;
				end
			10: begin
					we<=0;
					cs<=1;
					address<=131;
					state<=11;
				end
			11: begin
					state<=12;
					cs<=0;
				end
			12: begin
					targadd2<=data_in;
					we<=1;
					cs<=1;
					data_out<=255;
					state<=13;
				 end
			13: begin
					address<=sourceadd1;
					we<=1;
					cs<=1;
					data_out<=0;
					state<=14;
				 end
			14: begin
					address<=sourceadd2;
					we<=1;
					cs<=1;
					data_out<=255;
					state<=15;
				 end
			15: begin
					address<=targadd1;
					we<=1;
					cs<=1;
					data_out<=238;
					state<=16;
				 end
			16: begin
					address<=targadd2;
					we<=1;
					cs<=1;
					data_out<=255;
					sourceadd<=sourceadd1;
					targadd<=targadd1;
					flagr<=0;
					state<=17;
				 end
			17: begin
					servingadd<=sourceadd;
					address<=sourceadd;
					dist<=1;
					cnta<=0;
					state<=18;
					we<=0;
				 end
			18: begin
					if(servingadd[2:0]!=3'b000)
						begin
							address<=servingadd-1;
							we<=0;
							cs<=1;
						end
					state<=19;
				 end
			19: begin
					state<=20;
					we<=0;
				 end
			20: begin
					if(data_in==238)
						begin
							data_out<=dist;
							we<=1;
							cs<=1;
							matrixa[cnta]<=address;
							cnta<=cnta+1;
						end
					else
						begin
							we<=0;
						end
					state<=21;
				 end
			21: begin
					if(servingadd[2:0]!=3'b111)
						begin
							address<=servingadd+1;
							we<=0;
							cs<=1;
						end
					state<=22;
				 end
			22: begin
					state<=23;
				 end
			23: begin
					if(data_in==238)
						begin
							data_out<=dist;
							we<=1;
							cs<=1;
							matrixa[cnta]<=address;
							cnta<=cnta+1;
						end
					state<=24;
				 end
			24: begin
					if(servingadd[5:3]!=3'b000)
						begin
							address<=servingadd-8;
							we<=0;
							cs<=1;
						end
					state<=25;
				 end
			25: begin
					state<=26;
				 end
			26: begin
					if(data_in==238)
						begin
							data_out<=dist;
							we<=1;
							cs<=1;
							matrixa[cnta]<=address;
							cnta<=cnta+1;
						end
					state<=27;
				 end
			27: begin
					if(servingadd[5:3]!=3'b111)
						begin
							address<=servingadd+8;
							we<=0;
							cs<=1;
						end
					state<=28;
				 end
			28: begin
					state<=29;
				 end
			29: begin
					if(data_in==238)
						begin
							data_out<=dist;
							we<=1;
							cs<=1;
							matrixa[cnta]<=address;
							cnta<=cnta+1;
						end
					state<=30;
				 end
			30: begin
					if(servingadd[7:6]!=2'b00)
						begin
							address<=servingadd-64;
							we<=0;
							cs<=1;
						end
					state<=31;
				 end
			31: begin
					state<=32;
				 end
			32: begin
					if(data_in==238)
						begin
							data_out<=dist;
							we<=1;
							cs<=1;
							matrixa[cnta]<=address;
							cnta<=cnta+1;
						end
					state<=33;
				 end
			33: begin
					if(servingadd[7:6]!=2'b11)
						begin
							address<=servingadd+64;
							we<=0;
							cs<=1;
						end
					state<=34;
				 end
			34: begin
					state<=35;
				 end
			35: begin
					if(data_in==238)
						begin
							data_out<=dist;
							we<=1;
							cs<=1;
							matrixa[cnta]<=address;
							cnta<=cnta+1;
						end
					state<=125;
				 end
			125: begin
						dist<=dist+1;
						cntb<=0;
						cnta<=cnta-1;
						state<=36;
				  end
			36: begin
					servingadd<=matrixa[cnta];
					we<=0;
					dir<=1;
					if(matrixa[cnta]==targadd) 
						begin
							state<=45;
							dist<=dist-1;
							D<=0;
						end
					else
						begin
							state<=37;
						end
				 end
			37: begin
					case(dir)
						1: begin if(servingadd[2:0]!=3'b000)
							begin
								address<=servingadd-1;
								we<=0;
								cs<=1;
							end
							end
						2: begin if(servingadd[2:0]!=3'b111)
							begin
								address<=servingadd+1;
								we<=0;
								cs<=1;
							end
							end
						3: begin if(servingadd[5:3]!=3'b000)
							begin
								address<=servingadd-8;
								we<=0;
								cs<=1;
							end
							end
						4: begin if(servingadd[2:0]!=3'b111)
							begin
								address<=servingadd+8;
								we<=0;
								cs<=1;
							end
							end
						5: begin if(servingadd[7:6]!=2'b00)
							begin
								address<=servingadd-64;
								we<=0;
								cs<=1;
							end
							end
						6: begin if(servingadd[7:6]!=2'b11)
							begin
								address<=servingadd+64;
								we<=0;
								cs<=1;
							end
							cnta<=cnta-1;
							end
					endcase
					state<=38;
				 end
			38: begin
					state<=39;
					dir<=dir+1;
				 end
			39: begin
					if(data_in==238)
						begin
							data_out<=dist;
							we<=1;
							cs<=1;
							matrixb[cntb]<=address;
							cntb<=cntb+1;
						end
					if(cnta==-1)
						begin
							state<=40;
							D<=0;
							cnta<=0;
						end
					else if(dir==7)
						begin
							state<=36;
						end
					else
						begin
							state<=37;
						end
				 end
			40: begin
					state<=41;
					dist<=dist+1;
					cntb<=cntb-1;
					cnta<=0;
				 end
			41: begin
					servingadd<=matrixb[cntb];
					we<=0;
					dir<=1;
					address<=matrixb[cntb];
					if(matrixb[cntb]==targadd) 
						begin
							state<=45;
							dist<=dist-1;
							D<=0;
							if(flagr)
								begin
									state<=INI;
									D<=1;
								end
						end
					else
						begin
							state<=42;
						end
				 end
			42: begin
					we<=0;
					cs<=1;
					case(dir)
						1: begin if(servingadd[2:0]!=3'b000)
							begin
								address<=servingadd-1;
								we<=0;
								cs<=1;
							end
							end
						2: begin if(servingadd[2:0]!=3'b111)
							begin
								address<=servingadd+1;
								we<=0;
								cs<=1;
							end
							end
						3: begin if(servingadd[5:3]!=3'b000)
							begin
								address<=servingadd-8;
								we<=0;
								cs<=1;
							end
							end
						4: begin if(servingadd[2:0]!=3'b111)
							begin
								address<=servingadd+8;
								we<=0;
								cs<=1;
							end
							end
						5: begin if(servingadd[7:6]!=2'b00)
							begin
								address<=servingadd-64;
								we<=0;
								cs<=1;
							end
							end
						6: begin if(servingadd[7:6]!=2'b11)
							begin
								address<=servingadd+64;
								we<=0;
								cs<=1;
							end
							cntb<=cntb-1;
							end
					endcase
					state<=43;
				 end
			43: begin
					state<=44;
					dir<=dir+1;
				 end
			44: begin
					if(data_in==238)
						begin
							data_out<=dist;
							we<=1;
							cs<=1;
							matrixa[cnta]<=address;
							cnta<=cnta+1;
						end
					if(cntb==-1)
						begin
							state<=125;
							cntb<=0;
							D<=0;
						end
					else if(dir==7)
						begin
							state<=41;
						end
					else
						begin
							state<=42;
						end
				 end
			45: begin
					servingadd<=targadd; 
					dir<=1;
					address<=dist;
					state<=46;
				 end
			46: begin
					we<=0;
					cs<=1;
					case(dir)
						1: begin if(servingadd[2:0]!=3'b000)
							begin
								address<=servingadd-1;
							end
							end
						2: begin if(servingadd[2:0]!=3'b111)
							begin
								address<=servingadd+1;
							end
							end
						3: begin if(servingadd[5:3]!=3'b000)
							begin
								address<=servingadd-8;
							end
							end
						4: begin if(servingadd[2:0]!=3'b111)
							begin
								address<=servingadd+8;
							end
							end
						5: begin if(servingadd[7:6]!=2'b00)
							begin
								address<=servingadd-64;
							end
							end
						6: begin if(servingadd[7:6]!=2'b11)
							begin
								address<=servingadd+64;
							end
							end
					endcase
					state<=47;
				end
			47: begin
					if(dist==1)
						begin
							state<=49;
							D<=0;
						end
					else
						begin
							state<=48;
						end
				 end
			48: begin
					if(data_in==dist-1)
						begin
							servingadd<=address;
							we<=1;
							cs<=1;
							data_out<=0;
							if(flagr==1)
								begin
									data_out<=17;
								end
							dist<=dist-1;
							dir<=1;
						end
					else
						begin
							we<=0;
							dir<=dir+1;
						end
					state<=46;
					end
				49: begin
						address<=targadd;
						we<=1;
						cs<=1;
						data_out<=0;
						state<=50;
					end
				50:begin
						address<=0;
						we<=0;
						cs<=1;
						state<=51;
					end
				51:begin
						state<=52;
						we<=0;
					end
				52:begin
						if(data_in!=0 && data_in!=255 && data_in!=17)
						begin
							data_out<=238;
							we<=1;
							cs<=1;
						end
						state<=53;
					end
				53:begin
						address<=address+1;
						we<=0;
						cs<=1;
						if(address==255)
							begin
								state<=54;
								address<=flagr;
								D<=0;
							end
						else
							begin
								state<=51;
								D<=0;
							end
					end
				54: begin
						if(flagr)
							begin
								state<=56;
								D<=0;
							end
						else
							begin
								address<=sourceadd2;
								sourceadd<=sourceadd2;
								targadd<=targadd2;
								flagr<=1;
								data_out<=17; 
								we<=1;
								cs<=1;
								state<=55;
							end
					 end
				55: begin
						address<=targadd2;
						we<=1;
						cs<=1;
						data_out<=238;
						state<=17;
					end
				56: begin
						address<=targadd2;
						we<=1;
						cs<=1;
						data_out<=17;
						state<=57;
						D<=0;
					end
				57:
					begin
						cs<=0;
						D<=1;
					end
			endcase
		end	   
end	
endmodule  
==> summary.txt <==
The layout was made with Yosys and OpenROAD.

Detailed placement ended at an HPWL of 76.5 mm. The mean post-synth cell area is 11.8 um^2. Together, buffers and inverters on the worst path number 3. The startpoint-to-endpoint class of the critical path is register to register. The die height is 277 um. The routed metal-1 wirelength is 44.2 mm.

The synthesis area per yosys is 37,800 um^2. In this run the remaining antenna-violating nets after routing total 0. The chip occupies 76,800 um^2.

The most common flop cell mapped by yosys is sky130_fd_sc_hd__edfxtp_1. The minimum setup slack among reg-to-reg paths is 7.43 ns. The type of the worst min-delay path is register to register. Per the cell usage report, the commonest logic cell in the layout is sky130_fd_sc_hd__edfxtp_1. The row count is 100. The wire length of the first global-routing pass is 172 mm.

The average wire length per cell after detail routing is 26.7 um. The cell total in the yosys stat output is 3,202. The cell at the root of the clock tree is sky130_fd_sc_hd__clkbuf_16. The script computed a power per unit cell area of 209 nW/um^2. The flow ran to the end, and the final reports show no timing, DRC or antenna violations. The max-slew violation count is 0. The delay of the slowest cell on the worst path is 0.66 ns. The worst hold path endpoint is D. The via count of the first global-routing pass is 27,700. Global routing consumed, over all layers together, 32.3% of the routing resources. The worst setup path is captured at a register.

In the Yosys stats the netlist draws on 92 distinct library cells. For the worst reg-to-reg path, the endpoint reported by OpenROAD is cnta[29]. The detailed router placed 27,300 vias in this run. The critical-path maximum fanout is 41. The post-synthesis instance area is 37,800 um^2. The number of standard cells after synthesis is 3,202. The critical path's slowest stage uses the library cell sky130_fd_sc_hd__clkinv_1. For this design the top-level I/O count stands at 30.

The nature of the critical path startpoint is a register. The worst setup path startpoint is state[2]. The detailed router reported a total wirelength of 113 mm. Buffers inserted to repair hold after CTS numbered 0. The core region is 74,700 um^2. The number of max-cap violations is 0. The time the final worst path needs with I/O delays and setup is 5.87 ns. For the worst min-delay path, the startpoint reported by OpenROAD is D. The number of hold-slack violations in the final timing report is 0. The TritonCTS clock tree is built. The sequential share of the synthesized area is 57.4%. The timing report lists the critical path depth as 18 cells. The number of cells on the worst hold path is listed as 2. The largest clock skew in the final design is 0.0399 ns. Per the detail_route report, DRC violations left total 0. The clock transition at the registers of the reported paths is 0.07 ns.

Per the synthesis report, the single largest cell type by area occupies 55.9% of cell area. The async set-or-reset flop fraction in the synthesized netlist is 0%. The clock network latency to the later pin of the worst-skew pair is 0.65 ns. In this run the deepest clock path goes through 3 buffers. The number of buffers inserted by post-CTS setup repair is 0. The layout cell share with drive strength beyond 1 is 10.2%.

STA puts the critical path data required time at 13.81 ns. The final report lists the setup-violating endpoint count as 0. Among cell families on the critical path, the largest total delay comes from AND-OR/OR-AND gates.

The top cell types in the final layout, fill and taps aside, are sky130_fd_sc_hd__edfxtp_1 (705), sky130_fd_sc_hd__nor2_1 (349), sky130_fd_sc_hd__nand2_1 (286). For this run, the script counts the antenna cells in the layout as 0. The global route stage reports its total congestion overflow as 0. After detailed routing, the number of vias per cell comes to 6.44. The arrival time reported for the critical path endpoint is 6.38 ns.

Summed over all nets, wire length on met3 after detailed routing comes to 13.3 mm. Setup total negative slack on the finished layout was measured at 0 ns. The initial antenna violation count is 1.

The clock drives 732 sinks. The area growth from synthesis to final layout is 10.7%. The first detailed-routing pass took 9 iterations. Entering global routing, the biggest net connects 57 pins. The library cell with the largest summed area after synthesis is sky130_fd_sc_hd__edfxtp_1. After its last routability iteration, the placer logged a weighted congestion of 1.06. In the floorplan report the effective utilization is 50.7%. The final clock period utilization by the worst path is 44.2%. The number of CTS-inserted buffers is 80.

The cell sequence reported for the critical path is buf_4, clkinv_1, nand2_1, o21ai_0, a21oi_1, o32a_1, buf_4, ha_1, a21o_1, a21oi_1, o211ai_1, a41oi_1, o311a_1, o21ai_0, o41ai_1, o21bai_1, nor4b_1, a211o_1. Setup repair after global routing left no endpoint under its margin. The main area contributors are sky130_fd_sc_hd__edfxtp_1 (56%), sky130_fd_sc_hd__mux2i_1 (3.8%), sky130_fd_sc_hd__mux4_2 (3.5%).

The highest signal layer in the routed design is met4. The highest achievable clock rate is 170 MHz. Across all checked pins, the minimum headroom to the slew limit is 35.7%. Per the timing report, the most critical flop-to-flop path originates at state[2].

The total number of yosys warnings is 1. The routed length on met2 is 51.5 mm. Per the OpenROAD power report, leakage power amounts to 14.3 nW. The CTS H-tree depth is 3. In this run the horizontal extent of the chip is 277 um. The iteration-0 DRC count of the detailed router is 2,611. Setup slack on the critical path of the routed design comes to 7.43 ns. The number of gates resized after cts is 0. In this run the VDD rail shows a maximum IR drop of 0.000172 V. The stage-log warning count is 35. The transition at the pin with the smallest max-transition slack is 0.957 ns. The count of flip-flops with a built-in enable after synthesis is 705. The final layout report lists a filler cell count of 5,973. The worst register-to-register path has a depth of 18.

Prior to clock tree synthesis, the placed netlist has a worst setup slack of 6.92 ns. The total of flip-flops plus latches after synthesis is 732. The placement report lists the number of port buffers as 29.
==> through the flow <==
step / hold slack, ns / cells / cell area, um^2 / power, mW / utilization [%]
CTS: 0.489 / 4233 / 41900 / 8.77 / 56.1
detailed placement: 0.474 / 4085 / 39200 / 6.47 / 52.4
global route: 0.511 / 4233 / 41900 / 9.21 / 56.1
floorplan: 0.428 / 3202 / 37800 / 5.41 / -
finish: 0.481 / 4233 / 41900 / 8.77 / 56.1
global placement: 0.471 / 4085 / 39200 / 6.46 / 52.4
==> state kept, by name (all words and copies together) (netlist names), 32 cells and up, named ones only <==
| name | flops |
|---|---|
| cnta | 32 |
| cntb | 32 |
| dir | 32 |
| dist | 32 |
| matrixa | 256 |
| matrixb | 256 |
==> worst min-delay path, delay by kind of cell, from the launching register on <==
kind             cells  cell delay (ns)
DFF                  1             0.31
muxes                1             0.06
and+or+nand+nor      1             0.06
==> per-layer routing <==
metal | up-vias | track usage [%]
li1 | 12300 | -
met1 | 13100 | 47.8
met2 | 1517 | 46.6
met3 | 253 | 14.1
met4 | 0 | 9.49
met5 | - | 0
==> worst max path at each step <==
stage	to	slack, ns
finish	cnta[29]	7.43
global route	cnta[29]	6.92
CTS	matrixa[30][0]	7.56
==> cell usage after synthesis, types with 10 or more instances <==
master                       n
sky130_fd_sc_hd__nand4_1    63
sky130_fd_sc_hd__or3_1      16
sky130_fd_sc_hd__or4_1      10
sky130_fd_sc_hd__o22ai_1    26
sky130_fd_sc_hd__o21a_1     13
sky130_fd_sc_hd__clkbuf_1  118
sky130_fd_sc_hd__o221ai_1   12
sky130_fd_sc_hd__a222oi_1   16
sky130_fd_sc_hd__o211ai_1   12
sky130_fd_sc_hd__o31ai_1    10
sky130_fd_sc_hd__o22a_1     11
sky130_fd_sc_hd__a22o_1     12
sky130_fd_sc_hd__edfxtp_1  705
sky130_fd_sc_hd__a221oi_1   36
sky130_fd_sc_hd__buf_2      36
sky130_fd_sc_hd__o21ai_0   101
sky130_fd_sc_hd__xnor2_1    62
sky130_fd_sc_hd__nand3_1   130
sky130_fd_sc_hd__a21oi_1   186
sky130_fd_sc_hd__a21o_1     56
sky130_fd_sc_hd__nor4_1     30
sky130_fd_sc_hd__mux4_2     59
sky130_fd_sc_hd__nor2b_1    28
sky130_fd_sc_hd__buf_1      26
sky130_fd_sc_hd__a31oi_1    25
sky130_fd_sc_hd__mux2i_1   144
sky130_fd_sc_hd__nand2b_1   31
sky130_fd_sc_hd__and3_1     30
sky130_fd_sc_hd__ha_1       78
sky130_fd_sc_hd__nor2_1    352
sky130_fd_sc_hd__a211oi_1   22
sky130_fd_sc_hd__inv_1      39
sky130_fd_sc_hd__nand2_1   286
sky130_fd_sc_hd__or2_2      14
sky130_fd_sc_hd__xor2_1     73
sky130_fd_sc_hd__nor3b_1    12
sky130_fd_sc_hd__nor3_1     61
sky130_fd_sc_hd__a22oi_1    72
sky130_fd_sc_hd__dfxtp_1    27
==> area by class of cell <==
cell class                      count  area (um^2)  share of cell area (%)
Timing Repair Buffer              107          871                    2.08
Tap cell                          969         1210                    2.89
Inverter                           42          158                   0.376
Clock buffer                       96         2090                    5.00
Clock inverter                     52          641                    1.53
Sequential cell                   732        21700                    51.9
Multi-Input combinational cell   2235        15200                    36.3
==> cell families after synthesis <==
| group | synth area share (%) |
|---|---|
| DFF | 57.4 |
| muxes | 7.77 |
| adders and majority gates | 2.68 |
| and+or+nand+nor | 14.0 |
| AOI/OAI and AO/OA | 12.4 |
| buffers and inverters | 2.65 |
| xor gates and xnor gates | 3.12 |
==> where the power goes <==
group          total, mW  switching [mW]  internal, mW  leakage (nW)
Sequential          3.17           0.269          2.90          6.70
Clock               2.27           0.922          1.35          1.32
Combinational       3.33            2.13          1.20          6.28
Total               8.77            3.32          5.45          14.3
Power figures rest on the tool's default switching activity, not on a simulated workload.
